==> ./design.v <==
module i2c_master ( 
    input wire clk,
    input wire reset_n,
    input wire sync_reset,
    input wire internal_clk,
    input wire [7:0] data_in,
    output reg [7:0] data_out,
    input wire read_enable,
    input wire write_enable,
    output reg nack,
    output reg queued,
    output reg data_valid,
    output reg stop,
    output reg [2:0] status,
    input wire scl_in,
    output reg scl_out,
    input wire sda_in,
    output reg sda_out
);
    parameter DEVICE_ADDRESS = 8'h68;
    parameter IDLE = 5'b00000,
              START = 5'b00001,
              SEND_BIT = 5'b00010,
              WAIT_SCL_HIGH = 5'b00011,
              WAIT_SCL_LOW = 5'b00100,
              CHECK_ACK = 5'b00101,
              CHECK_ACK_HIGH = 5'b00110,
              CHECK_ACK_LOW = 5'b00111,
              WRITE = 5'b01000,
              PREP_STOP = 5'b01001,
              STOP = 5'b01010,
              READ = 5'b01011,
              RECEIVE_BIT = 5'b01100,
              RD_SCL_HIGH = 5'b01101,
              RD_SCL_LOW = 5'b01110,
              SEND_ACK = 5'b01111,
              SEND_ACK_HIGH = 5'b10000,
              SEND_ACK_LOW = 5'b10001,
              RESTART = 5'b10010;
    reg [4:0] state, next_state;
    reg [3:0] counter, next_counter;
    reg [7:0] shift;
    reg nack_detected;
    reg sda_in_q, sda_in_qq;
    always @(*) begin
        next_counter = counter + 1;
    end
    always @(posedge clk or negedge reset_n) begin
        if (!reset_n) begin
            sda_in_q <= 1'b1;
            sda_in_qq <= 1'b1;
        end else if (clk) begin
            sda_in_q <= sda_in;
            sda_in_qq <= sda_in_q;
        end
    end
    always @(posedge clk or negedge reset_n) begin
        if (!reset_n) begin
            status <= 3'b000;
            state <= IDLE;
            scl_out <= 1'b1;
            sda_out <= 1'b1;
            nack <= 1'b0;
            queued <= 1'b0;
            data_valid <= 1'b0;
            data_out <= 8'b0;
            counter <= 4'b0;
            nack_detected <= 1'b0;
            shift <= 8'b0;
            stop <= 1'b0;
        end else if (clk) begin
            if (sync_reset) begin
                state <= IDLE;
            end else begin
                case (state)
                    IDLE: begin
                        status <= 3'b000;
                        scl_out <= 1'b1;
                        sda_out <= 1'b1;
                        nack <= 1'b0;
                        queued <= 1'b0;
                        data_valid <= 1'b0;
                        data_out <= 8'h01;
                        counter <= 4'b0;
                        stop <= 1'b0;
                        if (internal_clk) begin
                            if (write_enable || read_enable) begin
                                state <= START;
                            end
                        end
                    end
                    START: begin
                        status <= 3'b001;
                        scl_out <= 1'b1;
                        sda_out <= 1'b0;
                        nack <= 1'b0;
                        queued <= 1'b0;
                        stop <= 1'b0;
                        data_valid <= 1'b0;
                        if (internal_clk) begin
                            scl_out <= 1'b0;
                            counter <= 4'b0000;
                            shift[7:1] <= DEVICE_ADDRESS[6:0];
                            if (write_enable) begin
                                shift[0] <= 1'b0;
                                next_state <= WRITE; 
                            end else begin
                                shift[0] <= 1'b1;
                                next_state <= READ;
                            end
                            state <= SEND_BIT;
                        end
                    end
                    SEND_BIT: begin
                        if (internal_clk) begin
                            status <= 3'b010;
                            scl_out <= 1'b0;
                            sda_out <= shift[7];
                            shift[7:1] <= shift[6:0];
                            counter <= next_counter; 
                            nack <= 1'b0;
                            queued <= 1'b0;
                            stop <= 1'b0;
                            data_valid <= 1'b0;
                            state <= WAIT_SCL_HIGH;
                        end
                    end
                    WAIT_SCL_HIGH: begin
                        if (internal_clk) begin
                            nack <= 1'b0;
                            queued <= 1'b0;
                            data_valid <= 1'b0;
                            scl_out <= 1'b1;
                            state <= WAIT_SCL_LOW;
                        end
                    end
                    WAIT_SCL_LOW: begin
                        if (internal_clk) begin
                            nack <= 1'b0;
                            queued <= 1'b0;
                            stop <= 1'b0;
                            data_valid <= 1'b0;
                            scl_out <= 1'b0;
                            if (counter[3]) begin
                                state <= CHECK_ACK;
                            end else begin
                                state <= SEND_BIT;
                            end
                        end
                    end
                    CHECK_ACK: begin
                        if (internal_clk) begin
                            status <= 3'b011;
                            sda_out <= 1'b1;
                            nack <= 1'b0;
                            queued <= 1'b0;
                            stop <= 1'b0;
                            data_valid <= 1'b0;
                            scl_out <= 1'b0;
                            state <= CHECK_ACK_HIGH;    
                        end
                    end
                    CHECK_ACK_HIGH: begin
                        if (internal_clk) begin
                            nack <= 1'b0;
                            queued <= 1'b0;
                            stop <= 1'b0;
                            scl_out <= 1'b1;
                            nack_detected <= (sda_in_qq == 1'b1) ? 1'b1 : 1'b0;
                            state <= CHECK_ACK_LOW;    
                        end
                    end
                    CHECK_ACK_LOW: begin
                        if (internal_clk) begin
                            nack <= 1'b0;
                            queued <= 1'b0;
                            stop <= 1'b0;
                            data_valid <= 1'b0;
                            scl_out <= 1'b0;
                            state <= next_state;
                        end
                    end
                    WRITE: begin
                        if (nack_detected) begin
                            nack <= 1'b1;
                            scl_out <= 1'b0;
                            if (internal_clk) begin
                                nack_detected <= 1'b0;
                                sda_out <= 1'b0;
                                state <= PREP_STOP;
                            end
                        end else begin
                            if (write_enable) begin
                                shift <= data_in;
                                counter <= 4'b0000;
                                queued <= 1'b1;
                                data_valid <= 1'b0;
                                state <= SEND_BIT;
                            end else if (read_enable) begin    
                                scl_out <= 1'b0;
                                sda_out <= 1'b1;
                                if (internal_clk) begin
                                    state <= RESTART;
                                end
                            end else begin
                                scl_out <= 1'b0;
                                if (internal_clk) begin
                                    sda_out <= 1'b0;
                                    state <= PREP_STOP;
                                end
                            end
                        end
                    end
                    RESTART: begin
                        if (internal_clk) begin
                            state <= IDLE;
                        end
                    end
                    READ: begin
                        if (nack_detected) begin
                            nack <= 1'b1;
                            scl_out <= 1'b0;
                            if (internal_clk) begin
                                nack_detected <= 1'b0;
                                sda_out <= 1'b0;
                                state <= PREP_STOP;
                            end
                        end else begin
                            if (read_enable) begin
                                shift <= 8'b0;
                                counter <= 4'b0000;
                                queued <= 1'b1;
                                state <= RECEIVE_BIT;
                            end else if (write_enable) begin    
                                scl_out <= 1'b0;
                                sda_out <= 1'b1;
                                if (internal_clk) begin
                                    state <= IDLE;
                                end
                            end else begin
                                scl_out <= 1'b0;
                                if (internal_clk) begin
                                    sda_out <= 1'b0;
                                    state <= PREP_STOP;
                                end
                            end
                        end
                    end
                    RECEIVE_BIT: begin
                        if (internal_clk) begin
                            status <= 3'b101;
                            sda_out <= 1'b1;
                            scl_out <= 1'b0;
                            counter <= next_counter; 
                            nack <= 1'b0;
                            queued <= 1'b0;
                            stop <= 1'b0;
                            data_valid <= 1'b0;
                            state <= RD_SCL_HIGH;
                        end
                    end
                    RD_SCL_HIGH: begin
                        if (internal_clk) begin
                            nack <= 1'b0;
                            queued <= 1'b0;
                            stop <= 1'b0;
                            data_valid <= 1'b0;
                            scl_out <= 1'b1;
                            shift[7:1] <= shift[6:0];
                            shift[0] <= sda_in_qq;
                            state <= RD_SCL_LOW;
                        end
                    end
                    RD_SCL_LOW: begin
                        if (internal_clk) begin
                            nack <= 1'b0;
                            queued <= 1'b0;
                            stop <= 1'b0;
                            data_valid <= 1'b0;
                            scl_out <= 1'b0;
                            if (counter[3]) begin
                                state <= SEND_ACK;
                            end else begin
                                state <= RECEIVE_BIT;
                            end
                        end
                    end
                    SEND_ACK: begin
                        if (internal_clk) begin
                            status <= 3'b110;
                            sda_out <= (read_enable) ? 1'b0 : 1'b1;
                            data_out <= shift;
                            nack <= 1'b0;
                            queued <= 1'b0;
                            stop <= 1'b0;
                            data_valid <= 1'b1;
                            scl_out <= 1'b0;
                            state <= SEND_ACK_HIGH;
                        end
                    end
                    SEND_ACK_HIGH: begin
                        if (internal_clk) begin
                            nack <= 1'b0;
                            queued <= 1'b0;
                            stop <= 1'b0;
                            data_valid <= 1'b0;
                            scl_out <= 1'b1;
                            state <= SEND_ACK_LOW;
                        end
                    end
                    SEND_ACK_LOW: begin
                        if (internal_clk) begin
                            nack <= 1'b0;
                            queued <= 1'b0;
                            stop <= 1'b0;
                            data_valid <= 1'b0;
                            scl_out <= 1'b0;
                            state <= READ;
                        end
                    end
                    PREP_STOP: begin
                        if (internal_clk) begin
                            status <= 3'b111;
                            stop <= 1'b1;
                            scl_out <= 1'b1;
                            sda_out <= 1'b0;
                            nack <= 1'b0;
                            state <= STOP;
                        end
                    end
                    STOP: begin
                        if (internal_clk) begin
                            scl_out <= 1'b1;
                            sda_out <= 1'b1;
                            state <= IDLE;
                        end
                    end
                    default: state <= IDLE;
                endcase
            end
        end
    end
endmodule
module movement_detect (
    input wire clk,
    input wire reset_n,
    input wire internal_clk,
    input wire completed,
    output reg rescan,
    input wire [7:0] x_reg,
    output reg movement
);
    function [7:0] magnitude;
        input [7:0] a;
        reg [7:0] ret;
        begin
            if (a[7] == 1'b1) begin
                ret = ~a + 1'b1;
            end else begin
                ret = a;
            end
            magnitude = ret;
        end
    endfunction
    wire [7:0] x_magnitude = magnitude(x_reg);
    wire x_greater = (x_magnitude > 80) ? 1'b1 : 1'b0;
    wire active = x_greater;
    always @(posedge clk or negedge reset_n) begin
        if (!reset_n) begin
            movement <= 1'b1;
            rescan <= 1'b0;
        end else begin
            if (internal_clk) begin
                if (completed) begin
                    movement <= 1'b0;
                    if (active) begin
                        movement <= ~x_reg[7];
                    end
                    rescan <= 1'b1;
                end else begin
                    rescan <= 1'b0;
                end
            end
        end
    end
endmodule
module mpu6050_controller (
    input wire clk,
    input wire reset_n,
    input wire internal_clk,
    output reg sync_reset,
    output reg [7:0] data_out,
    output reg read_enable,
    output reg write_enable,
    input wire queued,
    input wire nack,
    input wire stop,
    input wire data_valid,
    input wire [7:0] data_in,
    output reg [3:0] address,
    output reg [7:0] data,
    output reg load,
    output reg completed,
    input wire rescan
);
    localparam IDLE = 3'b000,
               POWER_MGMT_0 = 3'b001,
               POWER_MGMT_1 = 3'b010,
               READ_0 = 3'b011,
               READ_1 = 3'b100,
               STABLE = 3'b101;
    reg [2:0] state = 0;
    reg [3:0] address_internal;
    always @(posedge clk or negedge reset_n) begin
        if (!reset_n) begin
            sync_reset <= 1'b0;
            data_out <= 8'b0;
            read_enable <= 1'b0;
            write_enable <= 1'b0;
            address_internal <= 4'b0;
            load <= 1'b0;
            data <= 8'b11111111;
            completed <= 1'b0;
            state <= IDLE;
        end else begin
            case (state)
                IDLE: begin
                    if (internal_clk) begin
                        sync_reset <= 1'b0;
                        data_out <= 8'b0;
                        read_enable <= 1'b0;
                        write_enable <= 1'b0;
                        address_internal <= 4'b0;
                        load <= 1'b0;
                        data <= 8'b11111111;
                        completed <= 1'b0;
                        state <= POWER_MGMT_0;
                    end
                end
                POWER_MGMT_0: begin
                    if (internal_clk) begin
                        data_out <= 8'h6B;
                        write_enable <= 1'b1;
                        read_enable <= 1'b0;
                        if (queued) begin
                            data_out <= 8'h00;
                            write_enable <= 1'b1;
                            read_enable <= 1'b0;
                            state <= POWER_MGMT_1;
                        end else if (nack) begin
                            state <= IDLE;
                        end
                    end
                end
                POWER_MGMT_1: begin
                    if (internal_clk) begin
                        if (queued) begin
                            data_out <= 8'h00;
                            write_enable <= 1'b0;
                            read_enable <= 1'b0;
                            state <= READ_0;
                        end else if (nack) begin
                            state <= IDLE;
                        end
                    end
                end
                READ_0: begin    
                    if (internal_clk) begin
                        if (stop) begin
                            data_out <= 8'h3B;
                            write_enable <= 1'b1;
                            read_enable <= 1'b0;
                        end else if (queued) begin
                            write_enable <= 1'b0;
                            read_enable <= 1'b1;
                            address_internal <= 4'b0;
                        end else if (data_valid) begin
                            load <= 1'b1;
                            data <= data_in;
                            state <= READ_1;
                        end else if (nack) begin
                            state <= IDLE;
                        end    
                    end
                end
                READ_1: begin
                    if (internal_clk) begin
                        if (data_valid) begin
                            load <= 1'b1;
                            data <= data_in;
                        end else if (queued) begin
                            address_internal <= address_internal + 1;
                            if (address_internal == 4'b1100) begin
                                write_enable <= 1'b0;
                                read_enable <= 1'b0;
                            end else begin
                                write_enable <= 1'b0;
                                read_enable <= 1'b1;
                            end
                        end else if (stop) begin
                            state <= STABLE;
                        end else begin
                            load <= 1'b0;
                        end
                    end
                end
                STABLE: begin
                    completed <= 1'b1;
                    if (internal_clk) begin
                        if (rescan) begin
                            state <= IDLE;
                        end
                    end
                end
            endcase
        end
    end
    always @* begin
        address = address_internal;
    end
endmodule
module mpu6050_interface (
    input wire clk,
    input wire reset_n,
    inout wire sda,
    inout wire scl,
    output wire movement
);
    wire internal_clk;
    wire sync_reset;
    wire [7:0] data_out;
    wire read_enable;
    wire write_enable;
    wire queued;
    wire nack;
    wire stop;
    wire data_valid;
    wire [7:0] data_in;
    wire [3:0] address;
    wire [7:0] data;
    wire load;
    wire completed;
    wire rescan;
    wire [2:0] status;
    wire scl_in;
    wire scl_out;
    wire sda_in;
    wire sda_out;
    reg [7:0] counter = 0;
    reg [7:0] x_reg;
    mpu6050_controller mpu6050_ctrl (
        .clk(clk),
        .reset_n(reset_n),
        .internal_clk(internal_clk),
        .sync_reset(sync_reset),
        .data_out(data_in),
        .read_enable(read_enable),
        .write_enable(write_enable),
        .queued(queued),
        .nack(nack),
        .stop(stop),
        .data_valid(data_valid),
        .data_in(data_out),
        .address(address),
        .data(data),
        .load(load),
        .completed(completed),
        .rescan(rescan)
    );
    i2c_master #(.DEVICE_ADDRESS(8'h68)) i2c_master (
        .clk(clk),
        .reset_n(reset_n),
        .sync_reset(sync_reset),
        .internal_clk(internal_clk),
        .data_in(data_in),
        .data_out(data_out),
        .read_enable(read_enable),
        .write_enable(write_enable),
        .nack(nack),
        .queued(queued),
        .data_valid(data_valid),
        .stop(stop),
        .status(status),
        .scl_in(scl_in),
        .scl_out(scl_out),
        .sda_in(sda_in),
        .sda_out(sda_out)
    );
    movement_detect detector (
        .clk(clk),
        .reset_n(reset_n),
        .internal_clk(internal_clk),
        .completed(completed),
        .rescan(rescan),
        .x_reg(x_reg),
        .movement(movement)
    );
    assign internal_clk = counter[7] & counter[5];
    always @(posedge clk or negedge reset_n) begin
        if (!reset_n) begin
            counter <= 8'b0;
        end else if (internal_clk) begin
            counter <= 8'b0;
        end else begin
            counter <= counter + 1;
        end
    end
    always @(posedge clk or negedge reset_n) begin
        if (!reset_n) begin
            x_reg <= 8'b0;
        end else if (internal_clk && load) begin
            case (address)
                4'h0: x_reg <= data;
            endcase
        end
    end
    assign scl = (scl_out) ? 1'bz : 1'b0;
    assign scl_in = scl;
    assign sda = (sda_out) ? 1'bz : 1'b0;
    assign sda_in = sda;
endmodule
==> ./run.sh <==
#!/bin/bash
# OpenROAD 26Q1-2900-gdf79404cd8, Yosys 0.63+post, stock flow scripts
make -C /OpenROAD-flow-scripts/flow DESIGN_CONFIG=/design/flow/config.mk WORK_HOME=/design/flow/orfs finish
==> ./config.mk <==
export PLATFORM = sky130hd
export DESIGN_NAME = mpu6050_interface
export DESIGN_NICKNAME = mpu6050_interface
export VERILOG_FILES = /design/flow/design.v
export SDC_FILE = /design/flow/constraint.sdc
export NUM_CORES = 4
export LEC_CHECK = 1
export CORE_UTILIZATION = 30
==> ./constraint.sdc <==
current_design mpu6050_interface

set clk_period 3.6
set clk_io_pct 0.2

create_clock -name clk0 -period $clk_period [get_ports {clk}]

set non_clock_inputs [all_inputs -no_clocks]
set_input_delay [expr $clk_period * $clk_io_pct] -clock clk0 $non_clock_inputs
set_output_delay [expr $clk_period * $clk_io_pct] -clock clk0 [all_outputs]
==> run notes <==
The layout was made with Yosys and OpenROAD.

The worst-case reg-to-reg path depth is 6. The post-layout minimum cycle time is 2.41 ns. The data required time at the worst endpoint is 3.82 ns.

The count of filler cells inserted in the layout is 1366. The tally of max-capacitance violations is 0. The maximum level of the CTS H-tree is 3. The initial antenna violation count is 0.

The warning tally printed by Yosys for this design is 6. The number of gates resized after cts is 0. The cell-mix breakdown from Yosys lists the XOR/XNOR area share as 0.00612. The completed layout was analyzed and its total power is 1.66 mW.

The kind of critical path is reg -> reg. Post-route period utilization is reported as 0.668. Counting the buffers created by CTS gives 9. The total vias in the final route is 3398. The stat command in Yosys gives a chip area of 4290 µm².

Detailed placement ended at an HPWL of 6380 µm. The first global-routing pass estimated 16100 µm of wire. The insertion delay of the later-clocked pin in the worst-skew pair is 0.34 ns. The final layout contains routed wiring with a total length of 9370 µm. For reference, the final report shows the max-slew violation count at 0.

In this run the critical path is formed by buf_4 -> nor3b_2 -> o21ai_1 -> o211ai_2 -> o21bai_4 -> mux2_2. The distinct cell type count of the synthesized netlist is 74. The maximum number of pins on one net before global-route repair is 50. The clock tree from TritonCTS is done.

The total clock sinks is 73. The routability congestion estimate is 0.919. After synthesis, the share of cell area in mux cells is 0.0767. The count of input and output buffers is 2.

The vertical die dimension is 122 µm. The core area is 13900 µm². 5 I/O pins were placed.

In this run the core area contains 43 standard-cell rows. Counting along the longest clock path gives a buffer depth of 2. The actual transition at the worst max-transition pin is 0.769 ns. The arrival time at the worst endpoint is 2.63 ns. The x dimension of the die is 122 µm. The normalized max-slew margin is 0.487.

The total instance count after detailed placement is 622. Per the cell usage report, the commonest logic cells after layout are sky130_fd_sc_hd__dfrtp_1 (61), sky130_fd_sc_hd__a21oi_1 (40), sky130_fd_sc_hd__nand2_1 (36), sky130_fd_sc_hd__nor2_1 (36), sky130_fd_sc_hd__o21ai_0 (32). Before any placement, the netlist area is recorded as 4290 µm².

In this run, the synthesized area fraction spent on AND-OR/OR-AND gates is recorded as 0.235. The routed design shows a wire length per standard cell of 14.7 µm. The critical path endpoint category is a register.

Setup repair after global routing left no endpoint under its margin. Dividing total power by cell area gives a power density of 352 nW/µm². The placement stage leaves a total instance area of 4450 µm². The highest cell delay on the worst timing path is 0.58 ns. The most common logic cell in the routed design is sky130_fd_sc_hd__dfrtp_1. Per Yosys stat, the portion of area used by sequential elements is 0.430. Counting every instance in the synthesized netlist gives 462.

The global routing report lists combined usage of all routing layers as 0.137. The share of the core area taken by cells at floorplan is 0.308. The chip occupies 14800 µm². The final non-filler cell total is 638. From synthesis to final layout, the design area changed by 9.97%.

The first detailed-routing pass ran for 4 iterations. STA classifies the critical path startpoint as a register. The synthesis stat section lists a flop and latch total of 73. The DRC violation count after routing is 0. The path type of the worst min-delay path is in -> async. The via count of the first global-routing pass came to 3261. The utilization of the core after routing is 0.339. The run finished with clean final reports. The maximum VDD drop is 0.000201 V. Once detail routing completed, the nets flagged for antenna violations numbered 0. The sum of overflow across all layers after global routing is 0. Warnings raised by the tools during the run amount to 26. Adding up every negative setup slack in the final design gives 0 ns.

The DRC marker count from the first detailed-route iteration is 315. The number of inserted diodes is 0. The library cell contributing the largest single delay on the critical path is sky130_fd_sc_hd__dfrtp_1. For this run, the detailed router reports a per-instance via density of 5.33. The fraction of synthesis flops using an asynchronous set or reset pin is 0.986.

The tree is rooted in a sky130_fd_sc_hd__clkbuf_16. The final number of hold-violating endpoints is 0. The leakage power in the latest report is 1.97 nW.

The layout stage reports a final design area of 4720 µm². The number of hold buffers added after cts is 0. In the final layout, the share of cells above drive strength 1 is 0.148. The final setup skew is 0.00641 ns.

For this run, the leading register cell type out of synthesis is sky130_fd_sc_hd__dfrtp_1. Post-CTS timing repair inserted 0 buffers for setup. By area, the combinational part of the netlist is dominated by AND-OR/OR-AND gates. The post-synth count of flops with an enable pin is 1.

In this run the worst path has a maximum fanout of 20. Each instance of the synthesized netlist takes up on average 9.29 µm². After clock tree synthesis, the clock-pin slew on the worst setup and hold paths is 0.06 ns.

The maximum operating frequency is 416 MHz. The cell total in the yosys stat output is 462. The final report lists the setup-violating endpoint count as 0.

The area share of fa/ha/maj cells after synthesis is 0.0140. The cell-mix breakdown from Yosys lists the simple-gate area share as 0.184.
-- layout make-up --
type | instances | area (µm²) | area share
clock inverter | 6 | 42.5 | 0.00901
timing repair buffer | 10 | 77.6 | 0.0164
tap | 180 | 225 | 0.0477
inverter | 20 | 75.1 | 0.0159
sequential | 73 | 1850 | 0.391
clock buffer | 10 | 229 | 0.0485
multi-input combinational | 339 | 2230 | 0.472
-- worst max-delay path: cells and delay by family (launching register included) --
| kind | cells | cell delay, ns |
|---|---|---|
| AOI/OAI and AO/OA | 3 | 0.70 |
| DFF | 1 | 0.58 |
| muxes | 1 | 0.36 |
| and+or+nand+nor | 1 | 0.34 |
| buffers and inverters | 1 | 0.31 |
-- per-stage QoR --
stage / hold slack [ns] / setup slack, ns
3_5_place_dp: 0.347 / 1.21
3_3_place_gp: 0.346 / 1.29
2_1_floorplan: 0.345 / 1.75
4_1_cts: 0.276 / 1.19
6_report: 0.271 / 1.19
5_1_grt: 0.292 / 1.06
-- metal layers --
metal,track usage,up-vias,share of wire
li1,-,1667,-
met1,0.210,1638,0.48
met2,0.200,80,0.44
met3,0.0344,13,0.058
met4,0.0301,0,0.017
met5,0,-,0
-- cells in the mapped netlist, types with 4 or more instances --
cell type,count,area share
sky130_fd_sc_hd__nor2_1,36,0.031
sky130_fd_sc_hd__nand3_1,14,0.016
sky130_fd_sc_hd__a21oi_1,40,0.047
sky130_fd_sc_hd__a21o_1,4,0.0070
sky130_fd_sc_hd__nand2b_1,14,0.020
sky130_fd_sc_hd__and2_1,5,0.0073
sky130_fd_sc_hd__clkbuf_1,15,0.013
sky130_fd_sc_hd__nand2_1,36,0.031
sky130_fd_sc_hd__buf_4,4,0.0070
sky130_fd_sc_hd__a31oi_1,5,0.0073
sky130_fd_sc_hd__dfstp_2,11,0.067
sky130_fd_sc_hd__nor2b_1,10,0.015
sky130_fd_sc_hd__a22o_1,9,0.018
sky130_fd_sc_hd__nor3_1,10,0.012
sky130_fd_sc_hd__buf_2,9,0.010
sky130_fd_sc_hd__mux2i_1,7,0.016
sky130_fd_sc_hd__nand4_1,4,0.0058
sky130_fd_sc_hd__o21ai_0,32,0.037
sky130_fd_sc_hd__inv_1,19,0.017
sky130_fd_sc_hd__o221ai_1,4,0.0082
sky130_fd_sc_hd__dfrtp_1,61,0.36
sky130_fd_sc_hd__ha_1,4,0.012
sky130_fd_sc_hd__o31ai_1,5,0.0087
sky130_fd_sc_hd__a211oi_1,5,0.0087
sky130_fd_sc_hd__o21a_1,5,0.0087
sky130_fd_sc_hd__mux2_2,22,0.058
-- kinds of logic (layout without fill, tap and decap cells) --
family                     count (synthesis)  in the layout
DFF                                       73             73
adders and majority gates                  5              5
buffers and inverters                     52             46
and+or+nand+nor                          153            153
other                                      1              3
muxes                                     30             30
xor gates and xnor gates                   3              3
AOI/OAI and AO/OA                        145            145
-- worst paths after layout --
kind	end	slack (ns)	start
worst max-delay path	i2c_master.shift[7]	1.19	i2c_master.state[2]
worst min-delay path	mpu6050_ctrl.state[0]	0.27	reset_n
worst max register to register	i2c_master.shift[7]	1.19	i2c_master.state[2]
worst min register to register	i2c_master.sda_in_qq	0.35	i2c_master.sda_in_q
max in group asynchronous	i2c_master.state[1]	2.43	reset_n
min in group clk0	i2c_master.sda_in_qq	0.35	i2c_master.sda_in_q
-- power breakdown --
part | switching, mW | internal, mW | leakage [nW]
clock network | 0.353 | 0.467 | 0.129
registers | 0.000527 | 0.825 | 0.957
logic | 0.0150 | 0.00145 | 0.881
total | 0.368 | 1.29 | 1.97
Power is estimated from default activity; no workload was simulated.
